--- flow/config.mk ---
export PLATFORM = sky130hd
export DESIGN_NAME = barrel_shifter
export DESIGN_NICKNAME = barrel_shifter
export VERILOG_FILES = /design/flow/design.v
export SDC_FILE = /design/flow/constraint.sdc
export NUM_CORES = 4
export LEC_CHECK = 1
export CORE_UTILIZATION = 50
--- flow/constraint.sdc ---
current_design barrel_shifter

set clk_period 8.4
set clk_io_pct 0.2

create_clock -name clk0 -period $clk_period

set non_clock_inputs [all_inputs -no_clocks]
set_input_delay [expr $clk_period * $clk_io_pct] -clock clk0 $non_clock_inputs
set_output_delay [expr $clk_period * $clk_io_pct] -clock clk0 [all_outputs]
--- flow/design.v ---
module barrel_shifter (
    input  logic [63:0] in,
    input  logic [5:0]  shift_amt,
    input  logic        dir,  
    output logic [63:0] out
);
    assign out = dir ? in >> shift_amt : in << shift_amt;
endmodule
--- flow/run.sh ---
#!/bin/bash
# OpenROAD 26Q1-2900-gdf79404cd8, Yosys 0.63+post, stock flow scripts
make -C /OpenROAD-flow-scripts/flow DESIGN_CONFIG=/design/flow/config.mk WORK_HOME=/design/flow/orfs finish
==> notes.md <==
fresh numbers from the pnr run: status complete, no violations, layout filler cell count between 1000 and 1500, and-or/or-and share of the synthesized area 24.0%, final RePlAce weighted congestion 1.14, highest clock rate ~140 MHz, FP Rows about 47, vias per cell about 8.1, Yosys chip area 8530 sq um, total power between 0.0007 and 0.0008 W, cells after synthesis approximately 1000, cell mode on critical path clkdlybuf4s50_1, maximum VDD drop ~85 uV, slowest cell delay on critical path about 860 ps, xor+xnor area frac 0%, Area Growth Syn to Fin 16.0%, Post-synth area hogs mux4_2 34%, mux2i_1 15%, mux2_2 7.7%, nor2_1 5.4%, o22ai_1 4.9%, Mean Syn Cell Area 8.73 sq um, Buf/Inv on CP 3, most instantiated cells after synthesis 127 x mux4_2, 124 x mux2i_1, 122 x nor2_1, 67 x o22ai_1, 58 x mux2_2, antenna violation net count after detailed routing 0, Die W between 100 and 150 um, WL/cell between 30 and 40 um, layout cells sized above 1 between 20% and 30%, Synth top area share around 34%, Crit path max-delay family simple AND/OR/NAND/NOR gates, Hold EP out[59], slowest stage cell, crit path or3b_2, Core Util at FP between 50% and 60%, Post-CTS Hold Buffers 0, I/O pin count ~140, initial antenna violation count 3, Finish-stage setup viols 0, RSZ-0062 raised after global routing no, Final HPWL DP 32800 um, Hold WS approximately 4400 ps, comb area leader multiplexers, Distinct lib cells used just over 60, CP Class input port to output pin, DR iter-0 viols roughly 1300, crit path time final around 7000 ps, Die H around 130 um, synthesized area around 8500 sq um, Net Sw Power roughly 0.00045 W, Hold Fails Final Rpt 0, critical hold path startpoint shift_amt[3], overall routed net length approximately 43000 um, cts repair resizes 0, most common cell in the netlist mux4_2, Flops 0, Adder Share, Synth 0%, core area between 15000 and 20000 sq um, GRT overflow 0, DIE AREA around 18000 sq um, Pint between 0.0003 and 0.0004 W, PortBufs approximately 140, Sw Share a little under three fifths, Worst setup EP type output pin, count of clock buffers in the final design 0, Synth Seq Share 0%, hold-critical path depth 5, Total GRT Usage approximately 51%, number of cells in Yosys stat approximately 980, largest net degree at the start of global routing 104, post-route clock period utilization a little over four fifths, final routed DRC violation total 0, Slew Limit Fails 0, max cap viols 0, Synth area leader mux4_2, post-synthesis mux area share a little under three fifths, Worst Max-Slew Pin Slew approximately 1100 ps, Critical Path AT 5390 ps, synth warn 0, first-pass GRT wire length 63200 um, Sum Neg Setup Slack 0 ps, simple share 13.7%, Critical Path RT between 6000 and 7000 ps, storage element area 0 sq um, CP Cell Sequence clkdlybuf4s50_1, or3b_2, buf_4, nor2_1, a22oi_1, and3_1, o221ai_1, clkdlybuf4s50_1, Power Dens Cells between 70 and 80 nW/um^2, crit path max fanout 25, count of tool warnings 36, worst hold path type input port to output pin, number of global-route vias before repair ~9500, Setup Buffers After CTS 0, Setup crit start kind input port, Leakage between 3 and 4 nW, vias 10200, slew margin rel. a little over a quarter, first-pass detailed-route iteration total 5
per-stage QoR:
stage | setup slack (ps) | instances | utilization [%] | area [sq um]
6_report | 1330 | 1261 | 59.5 | 9890
3_5_place_dp | 1480 | 1259 | 59.4 | 9890
2_1_floorplan | 3220 | 977 | - | 8530
3_3_place_gp | 1500 | 1259 | 59.4 | 9890
5_1_grt | 1210 | 1259 | 59.4 | 9890
4_1_cts | 1460 | 1259 | 59.4 | 9890
kinds of logic after synthesis:
logic type	after synthesis
buf+inv	112
compound gates	299
simple gates	257
mux	309
per-layer routing:
| metal | global-route usage (%) | share of wire (%) |
|---|---|---|
| met5 | 5.00 | 0.33 |
| met2 | 67.5 | 40 |
| met4 | 23.0 | 5.6 |
| met1 | 67.4 | 35 |
| met3 | 30.5 | 19 |
how the worst max path moves through the flow:
stage	start	cells after the start	slack (ps)	endpoint
after global routing	shift_amt[5]	8	1210	out[3]
after CTS	shift_amt[5]	8	1460	out[3]
final	shift_amt[5]	8	1330	out[3]
area by class of cell:
class | count | area [sq um] | area share [%]
Multi-Input combinational cell | 865 | 7970 | 80.6
Timing Repair Buffer | 169 | 1620 | 16.4
Tap cell | 220 | 275 | 2.78
Inverter | 5 | 21.3 | 0.215
Antenna cell | 2 | 5.00 | 0.0506
power groups by stage:
stage    sequential, W  combinational (W)  clock (W)
5_1_grt              0           0.000811          0
4_1_cts              0           0.000750          0
cell usage in the layout, fill, tap and decap left out, types with 3 or more instances in the layout:
cell	n
o22ai_1	67
nor2b_1	9
mux2i_1	124
a211oi_1	15
a21oi_1	41
nand2_1	51
nor3_1	15
and3_1	3
nor2_1	122
a221oi_1	7
o32ai_1	5
buf_4	33
o221a_2	3
a22oi_1	13
nand3b_1	4
o2bb2ai_1	6
clkdlybuf4s50_1	131
o211ai_1	28
mux2_2	58
a2bb2oi_1	4
and2_1	5
a31oi_1	6
o2111ai_1	7
o221ai_1	21
or2_2	3
o22a_1	6
nand2b_1	15
nand4_1	4
or3_1	5
o21ai_0	46
nand3_1	10
inv_1	3
mux4_2	127
a211o_1	3
Power and IR drop assume default switching activity.
